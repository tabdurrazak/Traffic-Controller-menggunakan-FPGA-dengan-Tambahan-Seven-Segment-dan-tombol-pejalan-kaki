<file path="design/flow/config.mk">
export PLATFORM = sky130hd
export DESIGN_NAME = traffic_mealy
export DESIGN_NICKNAME = traffic_mealy
export VERILOG_FILES = /design/flow/design.v
export SDC_FILE = /design/flow/constraint.sdc
export NUM_CORES = 4
export LEC_CHECK = 1
export CORE_UTILIZATION = 50
</file>
<file path="design/flow/constraint.sdc">
current_design traffic_mealy

set clk_period 4.8
set clk_io_pct 0.2

create_clock -name clk0 -period $clk_period [get_ports {clk}]

set non_clock_inputs [all_inputs -no_clocks]
set_input_delay [expr $clk_period * $clk_io_pct] -clock clk0 $non_clock_inputs
set_output_delay [expr $clk_period * $clk_io_pct] -clock clk0 [all_outputs]
</file>
<file path="design/flow/design.v">
module sevenseg_1digit_active_low(
    input  wire [3:0] bin,
    input  wire blank,        
    output reg  [6:0] seg     
);
    always @(*) begin
        if (blank) begin
            seg = 7'b1111111;   
        end else begin
            case (bin)
                4'd0: seg = 7'b1000000;
                4'd1: seg = 7'b1111001;
                4'd2: seg = 7'b0100100;
                4'd3: seg = 7'b0110000;
                4'd4: seg = 7'b0011001;
                4'd5: seg = 7'b0010010;
                4'd6: seg = 7'b0000010;
                4'd7: seg = 7'b1111000;
                4'd8: seg = 7'b0000000;
                4'd9: seg = 7'b0010000;
                default: seg = 7'b1111111;
            endcase
        end
    end
endmodule
module traffic_mealy #(
    parameter integer CLK_HZ      = 50_000_000,
    parameter integer T_GREEN     = 9,    
    parameter integer T_RED       = 9,    
    parameter integer T_YELLOW    = 2,    
    parameter integer T_PED_WALK  = 6     
)(
    input  wire       clk,
    input  wire       rst_n,
    input  wire       ped_btn,      
    output reg        led_r,
    output reg        led_y,
    output reg        led_g,
    output reg        ped_walk,     
    output wire [6:0] seg,          
    output wire [3:0] an
);
    reg  [31:0] div_cnt;
    reg         tick_1s;
    always @(posedge clk or negedge rst_n) begin
        if (!rst_n) begin
            div_cnt <= 32'd0;
            tick_1s <= 1'b0;
        end else begin
            if (div_cnt == (CLK_HZ - 1)) begin
                div_cnt <= 32'd0;
                tick_1s <= 1'b1;
            end else begin
                div_cnt <= div_cnt + 32'd1;
                tick_1s <= 1'b0;
            end
        end
    end
    reg  ped_ff1, ped_ff2, ped_ff2_d;
    wire ped_rise;
    always @(posedge clk or negedge rst_n) begin
        if (!rst_n) begin
            ped_ff1   <= 1'b0;
            ped_ff2   <= 1'b0;
            ped_ff2_d <= 1'b0;
        end else begin
            ped_ff1   <= ped_btn;
            ped_ff2   <= ped_ff1;
            ped_ff2_d <= ped_ff2;
        end
    end
    assign ped_rise = ped_ff2 & ~ped_ff2_d;
    reg ped_req;
    localparam [2:0] S_GREEN = 3'd0;
    localparam [2:0] S_Y_G2R = 3'd1;
    localparam [2:0] S_RED   = 3'd2;
    localparam [2:0] S_Y_R2G = 3'd3;
    localparam [2:0] S_PED   = 3'd4;
    reg  [2:0] state, next_state;
    reg  [7:0] seconds_left;
    wire       timer_done = (seconds_left == 8'd0);
    function [7:0] duration_for_state;
        input [2:0] st;
        input       ped_req_i;
        begin
            case (st)
                S_GREEN: duration_for_state = T_GREEN[7:0];
                S_Y_G2R: duration_for_state = T_YELLOW[7:0];
                S_RED:   duration_for_state = T_RED[7:0];
                S_Y_R2G: duration_for_state = T_YELLOW[7:0];
                S_PED:   duration_for_state = (ped_req_i) ? T_PED_WALK[7:0] : 8'd0;
                default: duration_for_state = T_RED[7:0];
            endcase
        end
    endfunction
    always @(*) begin
        next_state = state;
        case (state)
            S_GREEN: begin
                if (timer_done || ped_req)
                    next_state = S_Y_G2R;
            end
            S_Y_G2R: begin
                if (timer_done)
                    next_state = S_RED;
            end
            S_RED: begin
                if (ped_req)
                    next_state = S_PED;
                else if (timer_done)
                    next_state = S_Y_R2G;
            end
            S_PED: begin
                if (timer_done)
                    next_state = S_Y_R2G;
            end
            S_Y_R2G: begin
                if (timer_done)
                    next_state = S_GREEN;
            end
            default: begin
                next_state = S_RED;
            end
        endcase
    end
    always @(posedge clk or negedge rst_n) begin
        if (!rst_n) begin
            state        <= S_RED;
            seconds_left <= duration_for_state(S_RED, 1'b0);
            ped_req      <= 1'b0;
        end else begin
            if (ped_rise)
                ped_req <= 1'b1;
            if (state != next_state) begin
                if ((state == S_PED) && (next_state == S_Y_R2G))
                    ped_req <= 1'b0;
                state        <= next_state;
                seconds_left <= duration_for_state(next_state, ped_req);
            end else begin
                if (tick_1s) begin
                    if (seconds_left != 8'd0)
                        seconds_left <= seconds_left - 8'd1;
                end
            end
        end
    end
    always @(*) begin
        led_r    = 1'b0;
        led_y    = 1'b0;
        led_g    = 1'b0;
        ped_walk = 1'b0;
        case (state)
            S_GREEN: begin
                led_g = 1'b1;
            end
            S_Y_G2R,
            S_Y_R2G: begin
                led_y = 1'b1;
            end
            S_RED: begin
                led_r = 1'b1;
            end
            S_PED: begin
                led_r    = 1'b1;
                ped_walk = 1'b1;
            end
            default: begin
                led_r = 1'b1;
            end
        endcase
    end
    wire       show_timer = (state == S_GREEN) || (state == S_RED);
    wire [3:0] digit      = seconds_left % 10;
    wire [6:0] seg_active_low;
    sevenseg_1digit_active_low u7 (
        .bin   (digit),
        .blank (~show_timer),
        .seg   (seg_active_low)
    );
    assign seg = seg_active_low;
    assign an  = 4'b1110;
endmodule
</file>
<file path="design/flow/run.sh">
#!/bin/bash
# OpenROAD 26Q1-2900-gdf79404cd8, Yosys 0.63+post, stock flow scripts
make -C /OpenROAD-flow-scripts/flow DESIGN_CONFIG=/design/flow/config.mk WORK_HOME=/design/flow/orfs finish
</file>
==> load_flow_metrics.sql <==
-- generated from flow reports
INSERT INTO impl_metrics (metric_group, metric, value, unit) VALUES
('run_status', 'outcome', 'complete, but fails checks', ''),
('run_status', 'failed_checks', 'setup timing', ''),
('synth', 'synthDistinctLibCells', '79', ''),
('hold_path', 'hp-class', 'reg2reg', ''),
('routing', 'ant_nets', '0', ''),
('finish', 'design_area', '4290', 'um2'),
('cts', 'tritoncts', 'done', ''),
('synth', 'topCombFamilyByArea', 'simple AND/OR/NAND/NOR gates', ''),
('finish', 'filler_cell_count', '567', ''),
('final_timing', 'worst_pin_slew', '595', 'ps'),
('setup_path', 'reg2reg_slack', '1970', 'ps'),
('placed_design', 'tally_of_buffers_added_on_design_ports', '13', ''),
('setup_path', 'worst_setup_sp_type', 'flop', ''),
('placed_design', 'dp.cells', '534', ''),
('global_routing', 'global_route_wire_length_before_repair', '13.0', 'mm'),
('cts', 'ctsRootBufferMaster', 'sky130_fd_sc_hd__clkbuf_8', ''),
('cts', 'cts_num_sinks', '48', ''),
('final_timing', 'report.final.setup_viol', '4', ''),
('synth', 'synth-compound-area-share', '22.2', '%'),
('cts', 'htreeDepth', '2', ''),
('finish', 'areaGrowthSynthToFinish', '22.0', '%'),
('setup_path', 'cp_data_required_time', '3840', 'ps'),
('synth', 'yosys_area', '3510', 'um2'),
('finish', 'drive_gt1_share', '27.9', '%'),
('synth', 'synth_warnings', '2', ''),
('cts', 'clkTransAtPathRegs', '90', 'ps'),
('final_timing', 'timing.final.hold_violations', '0', ''),
('final_timing', 'total_negative_slack_for_setup_checks', '-268', 'ps'),
('synth', 'netlist_area', '3510', 'um2'),
('global_routing', 'grt_start_max_net_pins', '49', ''),
('synth', 'ys_dominant_reg_cell', 'sky130_fd_sc_hd__dfrtp_1', ''),
('job', 'warning_count', '30', ''),
('synth', 'yosys.area_share.adder', '2.74', '%'),
('routing', 'detailroute.via_count', '3019', ''),
('floorplanning', 'ios', '18', ''),
('finish', 'final_layout_top_logic_cell', 'sky130_fd_sc_hd__buf_4', ''),
('power_and_ir_drop', 'internal_cell_power', '0.525', 'mW'),
('floorplanning', 'chip_area', '7370', 'um2'),
('power_and_ir_drop', 'power_density', '155', 'nW/um2'),
('synth', 'synth-edff-count', '0', ''),
('power_and_ir_drop', 'switchingPower', '0.138', 'mW'),
('cts', 'clock_latency', '300', 'ps'),
('synth', 'synth.mux.area_fraction', '0.890', '%'),
('synth', 'synth.yosys.num_cells', '400', ''),
('placed_design', 'placed_cell_area', '4040', 'um2'),
('setup_path', 'crit_arrival', '4030', 'ps'),
('power_and_ir_drop', 'power.sequential.fraction', '61.2', '%'),
('floorplanning', 'std_cell_rows', '30', ''),
('routing', 'drt-initial-drc-count', '103', ''),
('final_timing', 'final-max-slew-violation-count', '0', ''),
('final_timing', 'unrepaired_setup_endpoints_after_global_routing', 'yes', ''),
('routing', 'avgRoutedWirePerCell', '13.6', 'um'),
('routing', 'avgViaCountPerCell', '5.51', ''),
('final_timing', 'timing.final.ws_setup', '-186', 'ps'),
('floorplanning', 'floorplan.core_util', '51.7', '%'),
('synth', 'postSynthCellCount', '400', ''),
('synth', 'synth-seq-cells', '48', ''),
('final_timing', 'final.period_utilization', '104', '%'),
('setup_path', 'worst-path-max-fanout', '8', ''),
('synth', 'ys_sh_simple', '24.1', '%'),
('power_and_ir_drop', 'leakagePower', '1.82', 'nW'),
('global_routing', 'overall_fraction_of_global_route_tracks_in_use', '22.5', '%'),
('final_timing', 'timing.clock.skew', '6.61', 'ps'),
('routing', 'wirelength', '7.47', 'mm'),
('routing', 'detail_route.drc_violations', '0', ''),
('final_timing', 'max_slew_margin', '60.0', '%'),
('routing', 'antenna_cells_inserted', '0', ''),
('power_and_ir_drop', 'p_clk_share', '37.4', '%'),
('global_routing', 'grt_pass1_vias', '2829', ''),
('power_and_ir_drop', 'sw_frac_of_total', '20.9', '%'),
('final_timing', 'timing.final.crit_period', '4990', 'ps');
[logic make-up after synthesis]
kind of cell,Yosys count
mux,3
flops,48
fa+ha+maj,8
simple gates,159
buf+inv,45
other cells,2
xor+xnor,36
compound gates,99
[power by group through the flow]
stage	Clock, mW	Combinational [mW]	Sequential, mW
4_1_cts	0.261	0.0101	0.406
5_1_grt	0.275	0.0115	0.406
6_report	0.248	0.00928	0.406
[cell type report]
cell class | instances | area [um2] | area share, %
Timing Repair Buffer | 71 | 538 | 12.5
Sequential cell | 48 | 1200 | 28.1
Clock inverter | 2 | 13.8 | 0.321
Clock buffer | 6 | 82.6 | 1.93
Tap cell | 96 | 120 | 2.80
Multi-Input combinational cell | 309 | 2270 | 52.8
Inverter | 16 | 62.6 | 1.46
[metal layers]
layer | wire length, um | part of all wire, % | vias to the layer above | GRT usage (%)
li1 | - | - | 1544 | -
met4 | 61 | 0.82 | 0 | 1.82
met5 | 0 | 0 | - | 0
met1 | 3670 | 49 | 1427 | 36.0
met3 | 222 | 3.0 | 6 | 2.34
met2 | 3510 | 47 | 42 | 36.4
[path summary, 6_finish.rpt]
kind                       cells past startpoint       startpoint               to
setup / recovery                              18  seconds_left[6]           seg[4]
max in group asynchronous                      2            rst_n      div_cnt[23]
hold / removal                                 0          ped_ff1          ped_ff2
min in group asynchronous                      2            rst_n  seconds_left[1]
setup reg to reg                              11  seconds_left[0]  seconds_left[3]
hold reg to reg                                0          ped_ff1          ped_ff2
[Yosys cell counts, drive strengths merged (3+ instances only)]
cell / number
a2111oi: 3
nor3: 11
dfstp: 3
o211ai: 7
a31oi: 4
dfrtp: 45
buf: 14
clkbuf: 15
ha: 6
xnor2: 17
o21ai: 21
nand2: 30
a21oi: 26
or3: 6
nor2: 43
and3: 11
o21a: 4
nor4: 8
inv: 16
a21o: 4
nand3: 12
nand4: 9
nor2b: 7
xor2: 19
nand3b: 5
or2: 4
o32ai: 3
a221oi: 3
[through the flow]
step,utilization (%),power [mW],setup slack [ps]
detailed placement,59.5,0.424,-190
global placement,59.5,0.424,-180
finish,63.1,0.663,-186
CTS,62.9,0.677,-160
floorplan,-,0.416,-151
global route,63.1,0.692,-411
[critical path, cell delays in order (launching register included)]
cell                        delay [ps]
sky130_fd_sc_hd__dfrtp_1           410
sky130_fd_sc_hd__nor2_4            140
sky130_fd_sc_hd__inv_4              50
sky130_fd_sc_hd__ha_4              260
sky130_fd_sc_hd__nor2b_4           240
sky130_fd_sc_hd__o311a_1           240
sky130_fd_sc_hd__nor3_2             60
sky130_fd_sc_hd__a311oi_2          250
sky130_fd_sc_hd__o21ai_2           110
sky130_fd_sc_hd__a2111o_1          400
sky130_fd_sc_hd__a2111oi_4         330
sky130_fd_sc_hd__o21a_1            230
sky130_fd_sc_hd__xnor2_2           150
sky130_fd_sc_hd__ha_4              160
sky130_fd_sc_hd__inv_2              30
sky130_fd_sc_hd__a2111o_1          280
sky130_fd_sc_hd__a21oi_1           150
sky130_fd_sc_hd__o21ai_1            70
sky130_fd_sc_hd__buf_2             130
[flip-flops by register name, indices dropped and copies added, names as in the netlist]
signal and flops:
div_cnt 32, ped_ff2_d 1, ped_req 1, ped_ff1 1
tick_1s 1, ped_ff2 1, state 3, seconds_left 8
[what timing repair did]
item,4_1_cts,5_1_grt
setup buffers,6,1
setup endpoints to repair,7,7
pin swaps,23,3
resized,32,8
hold buffers,0,0
Power and IR drop assume default switching activity.
